===== run.sh =====
#!/bin/bash
# OpenROAD 26Q1-2900-gdf79404cd8, Yosys 0.63+post, stock flow scripts
make -C /OpenROAD-flow-scripts/flow DESIGN_CONFIG=/design/flow/config.mk WORK_HOME=/design/flow/orfs finish

===== config.mk =====
export PLATFORM = sky130hd
export DESIGN_NAME = main
export DESIGN_NICKNAME = main
export VERILOG_FILES = /design/flow/design.v
export SDC_FILE = /design/flow/constraint.sdc
export NUM_CORES = 4
export LEC_CHECK = 1
export CORE_UTILIZATION = 40

===== constraint.sdc =====
current_design main

set clk_period 6.2
set clk_io_pct 0.2

create_clock -name clk0 -period $clk_period [get_ports {clk}]

set non_clock_inputs [all_inputs -no_clocks]
set_input_delay [expr $clk_period * $clk_io_pct] -clock clk0 $non_clock_inputs
set_output_delay [expr $clk_period * $clk_io_pct] -clock clk0 [all_outputs]

===== design.v =====
module binary_to_bcd(
    input [8:0] binary,
    output reg [3:0] hundreds,
    output reg [3:0] tens,
    output reg [3:0] ones
);
    integer i;
    reg [11:0] bcd; 
    always @(*) begin
        bcd = 0;
        for (i = 0; i < 9; i = i+1) begin
            bcd = {bcd[10:0], binary[8-i]};
            if (i < 8) begin
                if (bcd[3:0] >= 5) bcd[3:0] = bcd[3:0] + 3;
                if (bcd[7:4] >= 5) bcd[7:4] = bcd[7:4] + 3;
                if (bcd[11:8] >= 5) bcd[11:8] = bcd[11:8] + 3;
            end
        end
        hundreds = bcd[11:8];
        tens = bcd[7:4];
        ones = bcd[3:0];
    end
endmodule
module sevenseg_sel(
    input clk,
    input reset,
    input [8:0] houres,
    input [5:0] minute,
    output reg [4:0] sel = 5'b00001,
    output reg [3:0] data
);
    reg [18:0] counter = 0;
    wire clk_enable = (counter == 80000 - 1);
    wire [3:0] minute_ones, minute_tens;
    binary_to_bcd minute_bcd(
        .binary({3'b0, minute}),
        .hundreds(),
        .tens(minute_tens),
        .ones(minute_ones)
    );
    wire [3:0] houres_ones, houres_tens;
    binary_to_bcd append_bcd(
        .binary(houres
),
        .hundreds(),
        .tens(houres_tens),
        .ones(houres_ones
        )
    );
    always @(posedge clk ) begin
	         if(~reset) begin 
				sel<=5'b01000 ;
				data <= 7 ; 
				end 
           else if (clk_enable) begin
                counter <= 0;
                case(sel)
                    5'b00001: begin
                        sel <= 5'b00010;
                        data <= minute_tens;
                    end
                    5'b00010: begin
                        sel <= 5'b00100;
                        data <= houres_ones
                        ;
                    end
                    5'b00100: begin
                        sel <= 5'b01000;
                        data <= houres_tens;
                    end
                    5'b01000: begin
                        sel <= 5'b00001;
                        data <= minute_ones;
                    end
                    default: begin
                        sel <= 5'b00001;
                        data <= 0;
                    end
                endcase
            end else begin
                counter <= counter + 1;
            end
           end
endmodule
module sevenseg_data_driver(
    input [3:0] data,
    output reg [7:0] pinout
);
    always @(*) begin
        case(data)
            4'b0000: pinout <= 8'b00111111;  
            4'b0001: pinout <= 8'b00000110;  
            4'b0010: pinout <= 8'b01011011;  
            4'b0011: pinout <= 8'b01001111;  
            4'b0100: pinout <= 8'b01100110;  
            4'b0101: pinout <= 8'b01101101;  
            4'b0110: pinout <= 8'b01111101;  
            4'b0111: pinout <= 8'b00000111;  
            4'b1000: pinout <= 8'b01111111;  
            4'b1001: pinout <= 8'b01101111;  
            default: pinout <= 8'b00000000;  
        endcase
    end
endmodule
module main(input clk ,reset , input [8:0] houres , input [5:0] minute , output [4:0] seg_sel , output [7:0] seg_data);
wire [3:0] data ;
sevenseg_sel selector(.clk(clk),.reset(reset),.houres(houres),.minute(minute),.sel(seg_sel),.data(data));
sevenseg_data_driver seg_drive(.data(data),.pinout(seg_data));
endmodule

==> impl_metrics.py <==
# Physical implementation metrics
metrics = {
    "status": {
        "status": "finished with violations",
        "violations": "negative setup slack",
    },
    "die": {
        "die_width_um": 96.4,
        "core_area_mm2": 0.00868,
        "fp_util_pct": 41.0,
        "rows": 34,
        "dieArea_mm2": 0.00929,
        "ios": 30,
        "die_height_um": 96.4,
    },
    "sta": {
        "timing.final.max_slew_violations": 0,
        "slew_headroom_pct": 47.3,
        "worst_slew_pin_slew_ps": 790,
        "period_used_pct": 101,
        "max_freq_ghz": 0.160,
        "rsz0062_at_grt": "true",
        "fin_skew_ps": 3.69,
        "setup-tns-final_ps": -135,
        "setup_viol": 4,
        "timing.final.ws_setup_ps": -58.3,
        "hold_viol": 0,
        "hold_ws_ps": 564,
        "period_needed_ps": 6260,
    },
    "final_layout": {
        "drive_gt1_share_pct": 37.8,
        "fin_area_mm2": 0.00536,
        "layout.cells.non_filler": 656,
        "syn2layout_area_growth_pct": 50.5,
        "final_util_pct": 61.8,
    },
    "logic_synthesis": {
        "ff_type": "edfxtp_1",
        "topCellsByArea": "edfxtp_1, ha_1, dfxtp_1, xnor2_1, nor2_1",
        "yosys-stat-area_mm2": 0.00356,
        "ys_cells": 413,
        "synthCells": 413,
        "yosys_warnings": 3,
        "synthArstFlopShare_pct": 0,
        "common_cells": "nor2_1, nand2_1, ha_1, inv_1, a21oi_1",
        "top_cell_area_share_pct": 16.0,
        "ys_seq_share_pct": 24.4,
        "synth-edff-count": 19,
        "synth_area_mm2": 0.00356,
        "ys_types": 86,
        "synth.avg_cell_area_um2": 8.63,
        "ys_ff": 34,
        "synth_top_cell_by_count": "nor2_1",
        "post-synth-top-area-cell": "edfxtp_1",
    },
    "route": {
        "vias": 3573,
        "vias_per_cell": 5.45,
        "drc": 0,
        "routed_wl_um": 8970,
        "wl_per_cell_um": 13.7,
        "antenna_cells": 0,
        "dr.pass1.iters": 4,
        "drtIter0Drc": 103,
        "ant_nets": 0,
    },
    "clock_network": {
        "numClockSinks": 34,
        "cts_max_level": 2,
        "clockBufferDepth": 2,
        "postCtsHoldBufs": 0,
        "cts_tree": "done",
        "cts_buffers": 5,
        "clkLatencyLatePin_ps": 280,
        "clk_pin_slew_worst_paths_ps": 60,
        "root_buffer": "clkbuf_8",
    },
    "grt": {
        "antenna_found_initial": 0,
        "globalRouteTotalUtil_pct": 20.3,
        "grt_pass1_wl_um": 14800,
        "grt_max_degree": 27,
        "grt_pass1_vias": 3121,
        "gr-total-overflow": 0,
    },
    "critical_path": {
        "worstSetupStartpoint": "houres[7]",
        "max_stage_delay_ps": 350,
        "critPathArrivalTime_ps": 6450,
        "r2r_cells": 15,
        "reg2reg_from": "selector.counter[0]$_SDFFCE_PN0P_",
        "required_ps": 6390,
        "reg2reg_setup_slack_ps": 2510,
        "cp_max_fo": 5,
        "cp-start-kind": "input port",
        "r2r_end": "seg_data[5]$_DFF_P_",
        "slowest_stage": "a32oi_4",
        "cp-end-kind": "register",
        "worst_path_most_repeated_cell": "ha_2",
        "critPathCapture": "seg_data[5]$_DFF_P_",
        "path_class": "input port to register",
    },
    "job": {
        "drv_cap": 0,
        "warning_count": 41,
    },
    "pwr": {
        "p_leak_nw": 2.22,
        "ir_drop_mv": 0.136,
        "cellPowerDensity_mw_per_mm2": 223,
    },
    "placement": {
        "gp_congestion": 0.938,
        "dpl_cell_area_mm2": 0.00480,
        "numPlacedInstances": 627,
        "port_buffers": 27,
        "dp_hpwl_um": 6480,
    },
    "worst_hold_path": {
        "min_path_type": "register to register",
    },
}
-- report_power, final --
group	switching (mW)	leakage, nW	internal [mW]
Sequential	0.0104	0.307	0.255
Clock	0.0764	0.0524	0.120
Combinational	0.322	1.86	0.414
Total	0.409	2.22	0.788
-- logic make-up (layout without fill, tap and decap cells) --
kind of cell	after synthesis	count (layout)	share of synthesized area [%]
xor gates and xnor gates	27	27	7.06
and+or+nand+nor	151	151	22.9
AOI/OAI and AO/OA	116	116	26.2
other	1	2	0.105
adders and majority gates	25	25	8.78
muxes	18	18	5.48
buffers and inverters	41	175	5.02
DFF	34	34	24.4
-- sequential cells by signal, summed over array words and instances (netlist names) --
register and cells:
seg_data 7, selector.counter 19, selector.sel 4, selector.data 4
-- area by class of cell --
class	instances	area, µm²
flip-flops and latches	34	871
fillers	713	3320
clock buffers	7	76.3
multi-input cells	339	2990
well taps	108	135
clock inverters	1	30.0
repair buffers	141	1160
inverters	26	103
-- per-stage QoR --
step                      setup slack (ps)  power, mW
after floorplan                       -684      0.626
after global placement                -983      0.831
after detailed placement             -1130      0.837
after CTS                             -157       1.14
after global routing                  -335       1.28
final                                -58.3       1.20
-- placed cells by master (no fill, tap or decap), types with 8 or more instances in the layout --
master           synthesis  layout
a21oi_1                 20      19
and3_1                  10      10
buf_4                    2     106
buf_6                    2       9
clkdlybuf4s50_1          0      23
dfxtp_1                 15      15
edfxtp_1                19      19
ha_1                    25      10
ha_4                     0       9
inv_1                   25      21
mux2i_1                 12      10
nand2_1                 30      28
nand3_1                 14      11
nor2_1                  38      37
o21ai_0                 11      10
xnor2_1                 17      14
xor2_1                   8       8
-- worst max-delay path: cells and delay by family --
family,cells,cell delay (ps)
compound gates,10,2150
xor+xnor,4,610
fa+ha+maj,7,1320
buf+inv,4,280
mux,1,120
simple gates,7,720
-- routing by layer --
| layer | GRT usage (%) | wire, µm | vias to the layer above |
|---|---|---|---|
| met5 | 0 | 0 | - |
| met4 | 0.980 | 53 | 0 |
| met3 | 2.55 | 370 | 7 |
| met2 | 29.5 | 3770 | 62 |
| met1 | 34.0 | 4770 | 1678 |
| li1 | - | - | 1826 |
-- worst min path at each step --
stage                            startpoint                       endpoint  slack [ps]  depth (start not counted)
CTS           selector.data[0]$_SDFFE_PN1N_  selector.data[0]$_SDFFE_PN1N_         540                          2
global route  selector.data[0]$_SDFFE_PN1N_  selector.data[0]$_SDFFE_PN1N_         630                          2
finish        selector.data[0]$_SDFFE_PN1N_  selector.data[0]$_SDFFE_PN1N_         560                          2
-- timing repair --
| item | CTS | global route |
|---|---|---|
| buffers inserted | 15 | 8 |
| gates resized | 47 | 19 |
| endpoints found under the setup margin | 10 | 8 |
| pin swaps | 31 | 16 |
Power is estimated from default activity; no workload was simulated.
